## flow/design.v

```verilog
`default_nettype none
module stack #(
    parameter STACK_WIDTH = 18,
    parameter STACK_SIZE  = 4
) (
  input                        i_clk,
  input                        i_rst,
  input                        i_push,
  input                        i_pop,
  input      [STACK_WIDTH-1:0] i_data,
  output reg [STACK_WIDTH-1:0] o_data
);
  localparam PNTR_BITS = $clog2(STACK_SIZE - 1);
  localparam MAX_VALUE = STACK_SIZE - 1;
  reg [STACK_WIDTH-1:0] int_mem[0:PNTR_BITS-1];
  reg [  PNTR_BITS-1:0] int_stack_ptr = PNTR_BITS'd0;
  reg [  PNTR_BITS-1:0] int_ptr_m     = -PNTR_BITS'd1;
  always @(posedge i_clk) begin
    if (i_rst) begin
      int_stack_ptr <= PNTR_BITS'd0;
      o_data        <= STACK_WIDTH'd0;
    end else begin
      if (i_push) begin                
        if (!i_pop) begin  
          int_mem[int_stack_ptr] <= i_data;
          int_stack_ptr          <= int_stack_ptr + 1'b1;
        end else begin  
          int_mem[int_ptr_m] <= i_data;
          o_data             <= int_mem[int_ptr_m];
        end
      end else if (i_pop) begin  
        int_stack_ptr <= int_ptr_m;
        o_data        <= int_mem[int_ptr_m];
      end
    end 
  end
  always @(*) begin
    int_ptr_m = int_stack_ptr - 1'b1;
  end
endmodule
```

## flow/run.sh

```bash
#!/bin/bash
# OpenROAD 26Q1-2900-gdf79404cd8, Yosys 0.63+post, stock flow scripts
make -C /OpenROAD-flow-scripts/flow DESIGN_CONFIG=/design/flow/config.mk WORK_HOME=/design/flow/orfs finish
```

## flow/config.mk

```make
export PLATFORM = sky130hd
export DESIGN_NAME = stack
export DESIGN_NICKNAME = stack
export VERILOG_FILES = /design/flow/design.v
export SDC_FILE = /design/flow/constraint.sdc
export NUM_CORES = 4
export LEC_CHECK = 1
export CORE_UTILIZATION = 40
```

## flow/constraint.sdc

```tcl
current_design stack

set clk_period 3.4
set clk_io_pct 0.2

create_clock -name clk0 -period $clk_period [get_ports {i_clk}]

set non_clock_inputs [all_inputs -no_clocks]
set_input_delay [expr $clk_period * $clk_io_pct] -clock clk0 $non_clock_inputs
set_output_delay [expr $clk_period * $clk_io_pct] -clock clk0 [all_outputs]
```

==> impl_metrics.ini <==
; generated from flow reports
[status]
status = completed

[critical_path]
crit_path_end_kind = register
cp.arrival_ps = 2300
critPathRequiredTime_ps = 3390
criticalPathCategory = input port to register
crit_fanout = 18
worstSetupStartpointType = input port

[timing]
slew_headroom_pct = 56.6
finalCriticalPeriod_ps = 2320
hold_viol_final = 0
tightest_slew_ps = 650
setup_viol = 0
layout_setup_ws_ps = 1080
rsz0062_at_grt = no
slew_violations = 0
finalClockSkew_ps = 6.13
fin_crit_sh_pct = 68.1
setup_tns_ps = 0
max_freq_mhz = 432

[die]
io_pins = 40
fp-utilization_pct = 42.1
num_rows = 25
core_region_area_um2 = 4750
die_y_um = 72.7
die_width_um = 72.7
die_area_um2 = 5290

[min_path]
hold_class = register to register

[placed_design]
dp_hpwl_um = 1990
place.gp.congestion = 0.729
dpl.cell_count = 232
portBuffers = 39
post-place-ws_ps = 771

[route]
drtPass1Iterations = 4
drc = 0
drt-total-wl_um = 3080
ant_nets = 0
wl_per_cell_um = 12.9
drt-initial-drc-count = 42
viasPerCell = 4.68
vias = 1119
antenna_cells = 0

[global_routing]
grt.overflow.total = 0
grt_pass1_vias = 1092
antenna_found_initial = 0
grt_pass1_wl_um = 5300
grtUsageTotal_pct = 14.1
grt_start_max_net_pins = 23

[cells_and_area]
fillers = 409
drive_gt1_share_pct = 8.72
layoutNonFillerInstCount = 239
area_growth_syn_to_layout_pct = 26.4

[synthesis]
synth_cells = 129
ys_seq_share_pct = 73.0
avgSynthCellArea_um2 = 15.5
ys_cells = 129
ys_warn_count = 1
synth_cell_type_count = 18
ys_area_um2 = 2000
synth_area_um2 = 2000
ys_seq_elements = 55

[clock_network]
cts_resized = 0
cts_root_buffer = clkbuf_8
clock-sinks = 55
postCtsSetupBuffers = 0
hold_buffers = 0
clock_path_buffers = 2
clock.latency.late_pin_ps = 300
clkTransAtPathRegs_ps = 90
cts_tree = yes
htreeDepth = 2
cts_buffers = 5

[run]
maxCapViolCount = 0
warnings = 26

[power_and_ir_drop]
p_per_area_nw_per_um2 = 496
vdd_ir_drop_max_uv = 258
leakage_nw = 0.867
==> layer usage <==
layer / vias up / GRT usage [%] / routed length (um)
li1: 560 / - / -
met1: 535 / 23.4 / 1400
met2: 22 / 20.9 / 1520
met3: 2 / 4.06 / 126
met4: 0 / 1.96 / 30
met5: - / 0 / 0
==> cells by family (layout without fill, tap and decap cells) <==
kind of cell               after synthesis  after routing  share of synthesized area [%]
muxes                                   18             18                           9.00
buffers and inverters                   10             53                           4.19
xor gates and xnor gates                 1              1                          0.438
DFF                                     55             55                           73.0
AOI/OAI and AO/OA                       20             20                           7.25
adders and majority gates                2              2                           1.25
and+or+nand+nor                         23             23                           4.88
==> critical path, stage by stage <==
cell and delay [ps]:
clkdlybuf4s50_1 400, buf_4 200, ha_1 230, or3b_1 370
a21oi_2 140, buf_4 280
==> Yosys cell counts <==
cell / count / area share, %
a211oi_1: 18 / 6.8
a21oi_1: 2 / 0.50
buf_12: 2 / 2.0
buf_2: 2 / 0.50
buf_4: 1 / 0.38
buf_6: 1 / 0.56
clkbuf_1: 3 / 0.56
dfxtp_1: 19 / 19
edfxtp_1: 36 / 54
ha_1: 2 / 1.2
inv_1: 1 / 0.19
mux2i_1: 18 / 9.0
nand2_1: 1 / 0.19
nand2b_1: 1 / 0.31
nand3b_1: 1 / 0.38
nor2_1: 19 / 3.6
or3b_1: 1 / 0.44
xor2_1: 1 / 0.44
==> layout by cell type, fill, tap and decap left out <==
master,synthesis,layout
edfxtp_1,36,36
mux2i_1,18,18
nand3b_1,1,1
dfxtp_1,19,19
clkinv_2,0,1
clkbuf_8,0,5
a21oi_2,0,2
clkinv_4,0,1
a211oi_1,18,18
nand2b_1,1,1
clkdlybuf4s50_1,0,39
nand2_1,1,1
or3b_1,1,1
nor2_1,19,19
xor2_1,1,1
inv_1,1,1
ha_1,2,2
buf_4,1,6
==> worst paths after layout <==
kind | startpoint | to | slack, ps | cells past startpoint
max | i_pop | int_mem[0][15] | 1080 | 6
min reg2reg | o_data[4] | o_data[4] | 490 | 2
min | o_data[4] | o_data[4] | 490 | 2
max reg2reg | int_stack_ptr[0] | int_mem[1][7] | 1490 | 4
==> metrics by stage <==
stage                     utilization (%)  hold slack (ps)  cell area [um2]  power (mW)
after floorplan                         -              450             2000       0.873
after global placement               51.5              475             2450       0.935
after detailed placement             51.5              477             2450       0.939
after CTS                            53.2              489             2530        1.27
after global routing                 53.2              525             2530        1.32
final                                53.2              486             2530        1.25
==> registers in the layout (all words and copies together), names as in the netlist <==
| name | flops |
|---|---|
| o_data | 18 |
| int_stack_ptr | 1 |
| int_mem | 36 |
==> final cells by class <==
cell class	count	area (um2)	share of cell area, %
flip-flops and latches	55	1460	57.7
multi-input cells	64	464	18.3
repair buffers	45	435	17.2
well taps	67	83.8	3.31
clock buffers	5	68.8	2.72
clock inverters	2	13.8	0.544
inverters	1	3.75	0.148
==> where the power goes <==
group | internal (mW) | total, mW | switching, mW
Combinational | 0.0887 | 0.145 | 0.0566
Clock | 0.141 | 0.335 | 0.194
Sequential | 0.752 | 0.774 | 0.0223
Total | 0.982 | 1.25 | 0.273
Power figures rest on the tool's default switching activity, not on a simulated workload.
