$ cat design/flow/design.v
`default_nettype none
module deserializer_rst #(
  parameter DATA_WIDTH = 8
) (
  input                   i_clk,
  input                   i_rst,
  input                   i_wen,
  input                   i_data,
  output [DATA_WIDTH-1:0] o_data,
  output                  o_valid
);
  localparam CNTR_BITS = $clog2(DATA_WIDTH - 1);
  localparam MAX_VALUE = DATA_WIDTH - 1;
  reg [DATA_WIDTH-1:0] int_data;
  reg [CNTR_BITS-1:0]  int_cntr;
  reg                  int_valid;
  initial begin
    int_cntr  = CNTR_BITS'd0;
    int_valid = 1'b0;
  end
  always @(*) begin
    o_data  = int_data;
    o_valid = int_valid;
  end
  always @(posedge i_clk) begin
    if (i_rst) begin
      int_cntr  <= CNTR_BITS'd0;
      int_valid <= 1'b0;
    end else if (i_wen) begin
      int_data[int_cntr] <= i_data;
      int_cntr           <= int_cntr + 1;
      int_valid          <= 1'b0;
      if (int_cntr == MAX_VALUE) begin
        int_cntr  <= 0;
        int_valid <= 1'b1;
      end
    end
  end
endmodule
$ cat design/flow/run.sh
#!/bin/bash
# OpenROAD 26Q1-2900-gdf79404cd8, Yosys 0.63+post, stock flow scripts
make -C /OpenROAD-flow-scripts/flow DESIGN_CONFIG=/design/flow/config.mk WORK_HOME=/design/flow/orfs finish
$ cat design/flow/config.mk
export PLATFORM = sky130hd
export DESIGN_NAME = deserializer_rst
export DESIGN_NICKNAME = deserializer_rst
export VERILOG_FILES = /design/flow/design.v
export SDC_FILE = /design/flow/constraint.sdc
export NUM_CORES = 4
export LEC_CHECK = 1
export CORE_AREA = 10 10 84 84
export DIE_AREA = 0 0 94 94
$ cat design/flow/constraint.sdc
current_design deserializer_rst

set clk_period 2.6
set clk_io_pct 0.2

create_clock -name clk0 -period $clk_period [get_ports {i_clk}]

set non_clock_inputs [all_inputs -no_clocks]
set_input_delay [expr $clk_period * $clk_io_pct] -clock clk0 $non_clock_inputs
set_output_delay [expr $clk_period * $clk_io_pct] -clock clk0 [all_outputs]
==> run_results.csv <==
group,metric,value,unit
critical_path,crit_arrival,1960,ps
placement,finalWeightedCongestion,0.8125,
route,drt_iter0_drc,21,
critical_path,biggest_cell_delay_along_the_critical_path,490,ps
floorplanning,design.portCount,13,
final_timing,postLayoutSetupSlackWorst,636.5,ps
clock_tree,cts.hold.buffers_added,0,
clock_tree,clk_root_buffer_cell,"clkbuf_8",
final_timing,worst_slew_margin_rel,67.51,%
power_and_ir_drop,switching_power,0.1127,mW
synthesis,synthesis.yosys.warnings,3,
grt,grt_first_pass_wirelength,2277,um
synthesis,top_cells_by_area,"edfxtp_1 38%, dfxtp_1 13%, ha_1 10%",
clock_tree,inserted_clock_buffers,3,
final_timing,finalClockPeriodUsage,75.52,%
floorplanning,floorplan.die.width,94,um
layout,stdcell_count,142,
final_timing,post_route_setup_tns,0,ps
synthesis,number_of_cells_produced_by_synthesis,56,
grt,grt_start_max_net_pins,11,
worst_hold_path,hp-class,"reg2reg",
flow_run,openroad.warnings,28,
grt,grt.overflow.total,0,
synthesis,synth.cell_area,625.6,um2
layout,post_route_cells_drive_above_1_share,9.722,%
layout,area.growth.synth_to_final,40.80,%
floorplanning,num_rows,26,
power_and_ir_drop,power-per-cell-area,528.6,nW/um2
route,detail_route.first_pass.iterations,2,
power_and_ir_drop,power.share.sequential,47.7,%
synthesis,synth_chip_area,625.6,um2
final_timing,finalHoldViolations,0,
route,route.final.wire_length,1377,um
power_and_ir_drop,share_comb_of_total_power,14.0,%
layout,fillCellCount,591,
synthesis,synth.avg_cell_area,11.17,um2
route,post_drt_via_cell_ratio,3.134,
synthesis,synth_top_cell_by_area,"edfxtp_1",
synthesis,cells_yosys,56,
layout,logic_area,289.0,um2
route,detail_route.wl_per_cell,9.697,um
clock_tree,ctsHtreeMaxLevel,1,
final_timing,timing.final.max_slew_violations,0,
placement,post-place-cells,138,
floorplanning,die_height,94,um
critical_path,timing_worst_setup_path_type,"reg2reg",
synthesis,synth.top_cell.area_share,38.40,%
clock_tree,postCtsResizedCells,0,
layout,finish.utilization,16.92,%
clock_tree,cts.reportedPaths.clkPinSlew,60,ps
final_timing,clock-skew-final,2.414,ps
route,postRouteAntennaNets,0,
critical_path,worst-endpoint-required,2600,ps
power_and_ir_drop,clockPowerShare,38.3,%
clock_tree,worst_skew_pair.late_latency,240,ps
clock_tree,tritoncts_clock_tree,"done",
critical_path,end_kind,"register",
critical_path,startpoint_type,"register",
outcome,outcome,"completed",
power_and_ir_drop,netSwitchingFraction,24.20,%
final_timing,timing.final.crit_period,1963,ps
synthesis,enable_flop_cells,8,
synthesis,synth-async-reset-ratio,0,%
placement,portBuffers,12,
placement,place_hpwl,1070,um
power_and_ir_drop,power.ir.vdd_worst,0.1379,mV
clock_tree,tritoncts_num_sinks,12,
critical_path,cp.buffers_inverters,1,
placement,place_ws,625.6,ps
power_and_ir_drop,cellInternalPower,0.3529,mW
final_timing,clock.fmax,509.3,MHz
route,routed-via-count,445,
final_timing,unrepaired_setup_endpoints_after_global_routing,"no",
clock_tree,clk_path_buf_depth,2,
floorplanning,die_area,8836,um2
synthesis,netlist_top_cells_count,"8 x edfxtp_1, 8 x nand2_1, 6 x nor2_1",
grt,initial_antenna_violation_count,0,
synthesis,synth-main-ff-cell,"edfxtp_1",
grt,groute.usage.overall,3.236,%
floorplanning,floorplan.initialDensity,12.02,%
synthesis,synth_sequential_area_ratio,51.20,%
floorplanning,core,5205,um2
power_and_ir_drop,p_leak,0.3054,nW
final_timing,tightestPinTransition,483.9,ps
clock_tree,cts_setup_buffers,0,
synthesis,synth_flops,12,
synthesis,post_synth_num_cell_types,19,
flow_run,maxCapViolations,0,
critical_path,crit_family,"flip-flops",
final_timing,setup_viol,0,
route,drc_errors,0,
route,num_antenna_cells,0,
critical_path,largest_fanout_on_the_critical_path,10,
critical_path,critical_path_cell_list,"inv_1 > ha_1 > xor2_2 > nor4_1 > mux2_2",
grt,grt_pass1_vias,453,
critical_path,cell_type_of_the_slowest_stage_on_the_worst_timing_path,"dfxtp_1",
layout,ff_latch_area,320.3,um2
## final cells by class
| cell class | instances | share of cell area [%] |
|---|---|---|
| clock inverter | 1 | 0.4261 |
| tap | 70 | 9.943 |
| multi-input combinational | 40 | 32.81 |
| inverter | 3 | 1.278 |
| timing repair buffer | 13 | 14.49 |
| sequential | 12 | 36.36 |
| clock buffer | 3 | 4.687 |
## final timing paths
path | to | slack, ps | cells past startpoint | startpoint
worst min register to register | int_valid$_SDFFE_PP0P_ | 490 | 2 | int_valid$_SDFFE_PP0P_
worst min-delay path | int_valid$_SDFFE_PP0P_ | 490 | 2 | int_valid$_SDFFE_PP0P_
worst max register to register | int_data[4]$_DFFE_PP_ | 640 | 5 | int_cntr[0]$_SDFFE_PP0P_
worst max-delay path | int_data[4]$_DFFE_PP_ | 640 | 5 | int_cntr[0]$_SDFFE_PP0P_
## sequential cells by signal, indices dropped and copies added, names as in the netlist
| register | cells |
|---|---|
| int_cntr | 3 |
| int_data | 8 |
| int_valid | 1 |
## per-layer routing
metal  track usage (%)  up-vias  part of all wire (%)
met1             4.525      197                    51
met5                 0        -                     0
met3             1.373        5                   6.5
met4            0.7595        0                   2.5
met2             4.493       10                    40
li1                  -      233                     -
## cells by family (layout without fill, tap and decap cells)
logic type	count (synthesis)	after routing	share of synthesized area, %
flip-flops	12	12	51.20
buffers and inverters	4	20	2.599
XOR/XNOR	2	2	4.001
AND-OR/OR-AND	8	8	10.00
multiplexers	4	4	6.800
adder cells (fa/ha/maj)	5	5	10.00
AND/OR/NAND/NOR	21	21	15.40
## stage by stage
stage	total power, mW	instance area (um2)	hold WS, ps
floorplan	0.2633	625.6	436.5
detailed placement	0.2923	835.8	487.5
finish	0.4656	880.8	493.6
global placement	0.2920	835.8	481.0
CTS	0.4701	880.8	500.6
global route	0.4896	880.8	546.5
## cells in the final DEF, fill, tap and decap left out
| master | count |
|---|---|
| a21oi_1 | 2 |
| a22o_1 | 2 |
| buf_4 | 1 |
| clkbuf_8 | 3 |
| clkdlybuf4s50_1 | 12 |
| clkinv_1 | 1 |
| dfxtp_1 | 4 |
| edfxtp_1 | 8 |
| ha_1 | 5 |
| inv_1 | 3 |
| mux2_2 | 2 |
| mux2i_1 | 2 |
| nand2_1 | 8 |
| nand3_1 | 2 |
| nand3b_1 | 2 |
| nor2_1 | 6 |
| nor3_1 | 1 |
| nor3b_1 | 1 |
| nor4_1 | 1 |
| o2bb2ai_1 | 4 |
| xnor2_1 | 1 |
| xor2_2 | 1 |
## worst min-delay path: cells and delay by family (launching register included)
family	cells	cell delay [ps]
and+or+nand+nor	1	70
DFF	1	320
muxes	1	60
## power groups by stage
stage     clock, mW  sequential, mW  combinational, mW
6_report      0.178           0.222             0.0653
4_1_cts       0.181           0.222             0.0667
5_1_grt       0.191           0.224             0.0752
No activity file was given, so power comes from the tool's default toggle rates.
