File: ./run.sh
#!/bin/bash
# OpenROAD 26Q1-2900-gdf79404cd8, Yosys 0.63+post, stock flow scripts
make -C /OpenROAD-flow-scripts/flow DESIGN_CONFIG=/design/flow/config.mk WORK_HOME=/design/flow/orfs finish
File: ./config.mk
export PLATFORM = sky130hd
export DESIGN_NAME = deserializer
export DESIGN_NICKNAME = deserializer
export VERILOG_FILES = /design/flow/design.v
export SDC_FILE = /design/flow/constraint.sdc
export NUM_CORES = 4
export LEC_CHECK = 1
export CORE_AREA = 10 10 70 70
export DIE_AREA = 0 0 80 80
File: ./constraint.sdc
current_design deserializer

set clk_period 2.8
set clk_io_pct 0.2

create_clock -name clk0 -period $clk_period [get_ports {i_clk}]

set non_clock_inputs [all_inputs -no_clocks]
set_input_delay [expr $clk_period * $clk_io_pct] -clock clk0 $non_clock_inputs
set_output_delay [expr $clk_period * $clk_io_pct] -clock clk0 [all_outputs]
File: ./design.v
`default_nettype none
module deserializer #(
  parameter DATA_WIDTH = 8
) (
  input                   i_clk,
  input                   i_wen,
  input                   i_data,
  output [DATA_WIDTH-1:0] o_data,
  output                  o_valid
);
  localparam CNTR_BITS = $clog2(DATA_WIDTH - 1);
  localparam MAX_VALUE = DATA_WIDTH - 1;
  reg [DATA_WIDTH-1:0] int_data;
  reg [CNTR_BITS-1:0]  int_cntr;
  reg                  int_valid;
  initial begin
    int_cntr  = CNTR_BITS'd0;
    int_valid = 1'b0;
  end
  always @(*) begin
    o_data  = int_data;
    o_valid = int_valid;
  end
  always @(posedge i_clk) begin
    int_valid <= 0;
    if (i_wen) begin
      int_data[int_cntr] <= i_data;
      int_cntr           <= int_cntr + 1;
      if (int_cntr == MAX_VALUE) begin
        int_cntr  <= 0;
        int_valid <= 1'b1;
      end
    end
  end
endmodule
==> impl_results.rst <==
Metrics
=======

.. list-table::
   :header-rows: 1

   * - Metric
     - Value
   * - Class of the most critical hold timing path
     - reg -> reg
   * - Grt ovf
     - 0
   * - Flip-flops with a built-in enable
     - 11
   * - Level count of the clock H-tree
     - 1
   * - Area leader, netlist
     - sky130_fd_sc_hd__edfxtp_1
   * - Measured slew at the worst slew-check pin
     - 520 ps
   * - Placeable core area
     - 0.00342 sq mm
   * - Seq share, synth
     - 56.7%
   * - Cell total after placement
     - 105
   * - Number of antenna violations at the first check in global routing
     - 0
   * - Area Overhead vs Synth
     - 31.4%
   * - Placement Setup Slack
     - 764 ps
   * - Global-route wire length before repair
     - 1780 um
   * - Commonest cells in the netlist
     - sky130_fd_sc_hd__edfxtp_1 (11), sky130_fd_sc_hd__nand2_1 (7), sky130_fd_sc_hd__ha_1 (6), sky130_fd_sc_hd__o2bb2ai_1 (4), sky130_fd_sc_hd__nor2_1 (3)
   * - Post-CTS Resized
     - 0
   * - Vias in the first global route
     - 375
   * - Hold Path Origin
     - int_data[5]$_DFFE_PP_
   * - WHS Endpoint
     - int_data[5]$_DFFE_PP_
   * - Fraction of layout instances using a drive strength above 1
     - 9.52%
   * - Number of rows in the core area
     - 21
   * - Chain of cells forming the critical path
     - inv_1 > ha_1 > xor2_2 > nor4_1 > mux2_2
   * - Peak supply drop
     - 0.349 mV
   * - Hold buffer count at CTS
     - 0
   * - Count of yosys warnings during synthesis
     - 3
   * - Clock slew seen by the registers of the worst setup and hold paths
     - 70 ps
   * - Worst setup path category
     - reg -> reg
   * - Final Hold Violation Tally
     - 0
   * - Minimum hold slack
     - 575 ps
   * - Cell count after synthesis
     - 48
   * - CP peak stage delay
     - 540 ps
   * - Final Critical Period
     - 2050 ps
   * - Setup repair after global routing missed its margin
     - false
   * - Share of the cycle needed by the critical path after routing
     - 73.2%
   * - Number of post-CTS setup repair buffers
     - 0
   * - Count of unresolved DRC violations after routing
     - 0
   * - Worst reg2reg endpoint
     - int_data[4]$_DFFE_PP_
   * - Worst-case headroom to the max-slew limit
     - 65.2%
   * - Crit-path leading delay family
     - flip-flops
   * - Required time of the worst setup path
     - 2820 ps
   * - Highest net fanout along the worst path
     - 10
   * - Unique cell types
     - 17
   * - Total Die Area
     - 0.00640 sq mm
   * - Yosys top cell by instances
     - sky130_fd_sc_hd__edfxtp_1
   * - Buffers from clock root to sink, at most
     - 2
   * - Area share of the largest cell type after synthesis
     - 53.4%
   * - Routed wire per std cell
     - 10.2 um
   * - Pre-placement core utilization
     - 18.1%
   * - Final routed wirelength across all metal layers
     - 1120 um
   * - Number of cells in the yosys synthesis report
     - 48
   * - Number of buffers inserted during clock tree synthesis
     - 3
   * - Source of the worst register-to-register timing path
     - int_cntr[0]$_SDFFCE_PP0P_
   * - Power per unit of standard cell area
     - 601 mW/mm^2
   * - Flip-flop and latch count after synthesis
     - 12
   * - Port buffer count
     - 11
   * - Number of vias after detailed routing
     - 409
   * - Achievable Freq
     - 488 MHz
   * - Vert. Die Dim
     - 80 um
   * - Average cell area after synthesis
     - 12.9 sq um
   * - Setup slack of the worst register-to-register path
     - 750 ps
   * - Startpoint type of the worst setup path
     - register
   * - Library cell used as clock root buffer
     - sky130_fd_sc_hd__clkbuf_4
   * - Maximum number of pins on one net before global-route repair
     - 13
   * - Skew final
     - 6.48 ps
   * - Total global-route track usage
     - 3.46%
   * - Tool warnings
     - 29
   * - Setup TNS
     - 0 ps
   * - I/O Pins
     - 12
   * - Reg2reg path depth
     - 5
   * - Proportion of synthesized flip-flops having asynchronous set or reset
     - 0%
   * - Post-route ant nets
     - 0
   * - Die W
     - 80 um
   * - Antenna diode count
     - 0
   * - Worst Hold Path Cells
     - 1
   * - Status
     - completed
   * - Clock tree from TritonCTS
     - built
   * - Static Leak
     - 0.293 nW
   * - Buf+Inv Stages, Crit Path
     - 1
   * - Max Transition Viols Final
     - 0
   * - Number of DRC violations after detailed-routing iteration 0
     - 29
   * - Element type at the critical path end
     - register
   * - Routability cong.
     - 0.805
   * - Clock latency reported for the late side of the worst-skew pair
     - 270 ps
   * - Area of the synthesized netlist per yosys stat
     - 618 sq um
   * - Number of fillers in the final layout
     - 369
   * - Netlist area before placement
     - 618 sq um
   * - CTS sink cnt
     - 12
   * - Final standard cell count with taps included and fillers excluded
     - 109
   * - Slowest cell on the critical path
     - sky130_fd_sc_hd__edfxtp_1
   * - Endpoints failing setup
     - 0
   * - Top_reg_cell synth
     - sky130_fd_sc_hd__edfxtp_1
   * - Post-layout utilization of the core
     - 23.8%
   * - Number of max-cap violations
     - 0
   * - Largest cells by area after synthesis
     - sky130_fd_sc_hd__edfxtp_1 (53%), sky130_fd_sc_hd__ha_1 (12%), sky130_fd_sc_hd__o2bb2ai_1 (5.7%), sky130_fd_sc_hd__nand2_1 (4.3%), sky130_fd_sc_hd__mux2_2 (3.6%)
   * - Post-route worst setup slack
     - 750 ps
   * - Length of the first detailed-routing pass in iterations
     - 4
   * - Per-cell via count in the routed design
     - 3.75
   * - CP Data Arrival Time
     - 2070 ps
==> state kept, by name (all words and copies together) (netlist names) <==
signal and count:
int_cntr 3, int_data 8, int_valid 1
==> power by group <==
group	internal (mW)	total, mW	switching, mW	leakage, nW
registers	0.230	0.251	0.0206	0.117
clock network	0.0551	0.110	0.0548	0.0150
logic	0.0714	0.127	0.0558	0.161
==> cell type report <==
type / instances / area, sq um / share of cell area [%]
clock buffer: 4 / 26.3 / 3.24
inverter: 2 / 7.51 / 0.924
multi-input combinational: 34 / 260 / 32.0
sequential: 12 / 350 / 43.1
tap: 46 / 57.6 / 7.09
timing repair buffer: 11 / 110 / 13.6
==> cells by family (layout without fill, tap and decap cells) <==
| kind of cell | Yosys count | in the layout | synth area share [%] |
|---|---|---|---|
| AND-OR/OR-AND | 6 | 6 | 8.50 |
| XOR/XNOR | 2 | 2 | 4.05 |
| adder cells (fa/ha/maj) | 6 | 6 | 12.1 |
| buffers and inverters | 2 | 17 | 1.22 |
| flip-flops | 12 | 12 | 56.7 |
| multiplexers | 2 | 2 | 3.64 |
| AND/OR/NAND/NOR | 18 | 18 | 13.8 |
==> worst max path at each step <==
stage	start	to	cells past startpoint	slack [ps]
CTS	int_cntr[0]$_SDFFCE_PP0P_	int_data[4]$_DFFE_PP_	5	760
finish	int_cntr[0]$_SDFFCE_PP0P_	int_data[4]$_DFFE_PP_	5	750
global route	int_cntr[0]$_SDFFCE_PP0P_	int_data[4]$_DFFE_PP_	5	610
==> stage by stage <==
stage                     instance area, sq um  total power [mW]
after CTS                                  812             0.497
after global placement                     786             0.383
after floorplan                            618             0.325
after global routing                       812             0.524
after detailed placement                   786             0.385
final                                      812             0.488
==> placed cells by master (no fill, tap or decap) <==
| master | Yosys | final |
|---|---|---|
| sky130_fd_sc_hd__clkdlybuf4s50_1 | 0 | 11 |
| sky130_fd_sc_hd__edfxtp_1 | 11 | 11 |
| sky130_fd_sc_hd__nand2_1 | 7 | 7 |
| sky130_fd_sc_hd__ha_1 | 6 | 6 |
| sky130_fd_sc_hd__o2bb2ai_1 | 4 | 4 |
| sky130_fd_sc_hd__nor2_1 | 3 | 3 |
| sky130_fd_sc_hd__clkbuf_4 | 0 | 3 |
| sky130_fd_sc_hd__inv_1 | 2 | 2 |
| sky130_fd_sc_hd__a22o_1 | 2 | 2 |
| sky130_fd_sc_hd__nand3_1 | 2 | 2 |
| sky130_fd_sc_hd__mux2_2 | 2 | 2 |
| sky130_fd_sc_hd__nor2b_1 | 2 | 2 |
| sky130_fd_sc_hd__xor2_2 | 1 | 1 |
| sky130_fd_sc_hd__nor3_1 | 1 | 1 |
| sky130_fd_sc_hd__xnor2_1 | 1 | 1 |
| sky130_fd_sc_hd__nor4_1 | 1 | 1 |
| sky130_fd_sc_hd__nand3b_1 | 1 | 1 |
| sky130_fd_sc_hd__and2_1 | 1 | 1 |
| sky130_fd_sc_hd__clkbuf_1 | 0 | 1 |
| sky130_fd_sc_hd__dfxtp_1 | 1 | 1 |
==> routing by layer <==
metal	vias to the layer above	share of wire [%]	GRT usage (%)
met4	0	0	0
met5	-	0	0
met3	0	11	2.05
met1	189	49	4.76
li1	207	-	-
met2	13	40	4.90
Power and IR drop assume default switching activity.
